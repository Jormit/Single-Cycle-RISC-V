### ./constraint.sdc
current_design riscv_core

set clk_period 34.4
set clk_io_pct 0.2

create_clock -name clk0 -period $clk_period [get_ports {clock}]
create_clock -name clk1 -period $clk_period [get_ports {reset}]

set non_clock_inputs [all_inputs -no_clocks]
set_input_delay [expr $clk_period * $clk_io_pct] -clock clk0 $non_clock_inputs
set_output_delay [expr $clk_period * $clk_io_pct] -clock clk0 [all_outputs]
### ./design.v
module alu (
	input  [3:0]  operation,
	input signed  [31:0] operand_1,
	input signed  [31:0] operand_2,
	output reg [31:0] result,
	output zero
);
	assign zero = (result == 32'b0);
	always @(*) begin
		case (operation)
			4'b0001: result <= operand_1 + operand_2;
			4'b0010: result <= operand_1 - operand_2;
			4'b0011: result <= operand_1 << operand_2[4:0];
			4'b0100: result <= operand_1 >> operand_2[4:0];
			4'b0101: result <= operand_1 >>> operand_2[4:0];
			4'b0110:  result <= {31'b0, operand_1 == operand_2};
			4'b0111:  result <= {31'b0, operand_1 <  operand_2};
			4'b1000: result <= {31'b0, $unsigned(operand_1) <  $unsigned(operand_2)};
			4'b1001: result <= operand_1 ^ operand_2;
			4'b1010:  result <= operand_1 | operand_2;
			4'b1011: result <= operand_1 & operand_2;
			default:  result <= 32'b0;			
		endcase
	end
endmodule
module alu_control (
	input  [1:0] alu_op,
	input  [2:0] funct3,
    input  [6:0] funct7,
	output reg [3:0] operation
);
	reg [3:0] branch_funct;
	reg [3:0] primary_op_funct;
	reg [3:0] secondary_op_funct;
	reg [3:0] op_funct;
	reg [3:0] op_imm_funct;
	always @(alu_op, branch_funct, op_funct, op_imm_funct) begin
		case (alu_op)
			2'b00:    operation <= 4'b0001;
			2'b01: operation <= branch_funct;
			2'b10:     operation <= op_funct;
			2'b11: operation <= op_imm_funct;
			default:         branch_funct <= 4'bx;
		endcase
	end
	always @(funct3) begin
		case (funct3)
			3'b000:	branch_funct <= 4'b0110;
			3'b001:	branch_funct <= 4'b0110;
			3'b100:  branch_funct <= 4'b0111;
			3'b101:	branch_funct <= 4'b0111;
			3'b110:	branch_funct <= 4'b1000;
			3'b111:	branch_funct <= 4'b1000;
			default:            branch_funct <= 4'bx;
		endcase
	end
	always @(funct3) begin
		case (funct3)
			3'b000: primary_op_funct <= 4'b0001;
			3'b001:      primary_op_funct <= 4'b0011;
			3'b010:      primary_op_funct <= 4'b0111;
			3'b011:     primary_op_funct <= 4'b1000;
			3'b100:     primary_op_funct <= 4'b1001;
			3'b101:      primary_op_funct <= 4'b0100;
			3'b110:      primary_op_funct <= 4'b1010;
			3'b111:     primary_op_funct <= 4'b1011;	
			default:             primary_op_funct <= 4'bx;		
		endcase
	end
	always @(funct3) begin
		case (funct3)
			3'b000: secondary_op_funct <= 4'b0010;
			3'b101:      secondary_op_funct <= 4'b0101;
			default:             secondary_op_funct <= 4'bx;		
		endcase
	end
	always @(funct7, secondary_op_funct, primary_op_funct) begin
		if (funct7[5]) op_funct = secondary_op_funct;
		else           op_funct = primary_op_funct;
		if (funct7[5] && funct3[1:0] == 2'b01)
			           op_imm_funct = secondary_op_funct;
		else           op_imm_funct = primary_op_funct;
	end
endmodule
module branch_decider (
	input branch,
	input jump,
	input [2:0] funct3,
	input alu_zero,
	output reg [1:0] pc_source
);
	reg take_branch;
	always @(funct3, alu_zero) begin
		case (funct3)
			3'b000:  take_branch = !alu_zero;
			3'b001:  take_branch = alu_zero;
			3'b100:  take_branch = !alu_zero;
			3'b101:  take_branch = alu_zero;
			3'b110: take_branch = !alu_zero;
			3'b111: take_branch = alu_zero;
			default: take_branch = 1'bx;
		endcase
	end
	always @(jump, branch, take_branch) begin
		if (jump && !branch)            pc_source <= 2'b10;
		else if (branch && take_branch) pc_source <= 2'b01;
		else                            pc_source <= 2'b00;
	end
endmodule
module control (
	input [6:0] opcode,
	output reg bus_read,
	output reg bus_write,
	output reg bus_to_reg,
	output reg reg_write,
	output reg alu_src_1,
	output reg alu_src_2,
	output reg out_sel,
	output reg branch,
	output reg jump,
	output reg [1:0] alu_op
);
	always @(*) begin
		case (opcode)
			7'b0000011:
			begin
				bus_read   <= 1'b1;
				bus_write  <= 1'b0;
				bus_to_reg <= 1'b1;
				reg_write  <= 1'b1;
				alu_src_1  <= 1'b0;
				alu_src_2  <= 1'b1;
				out_sel	   <= 1'b0;
				branch     <= 1'b0;
				jump       <= 1'b0;
				alu_op     <= 2'b00;
			end
			7'b0010011:
			begin
				bus_read   <= 1'b0;
				bus_write  <= 1'b0;
				bus_to_reg <= 1'b0;
				reg_write  <= 1'b1;
				alu_src_1  <= 1'b0;
				alu_src_2  <= 1'b1;
				out_sel	   <= 1'b0;
				branch     <= 1'b0;
				jump       <= 1'b0;
				alu_op     <= 2'b11;				
			end
			7'b0010111:
			begin
				bus_read   <= 1'b0;
				bus_write  <= 1'b0;
				bus_to_reg <= 1'b0;
				reg_write  <= 1'b1;
				alu_src_1  <= 1'b1;
				alu_src_2  <= 1'b1;
				out_sel	   <= 1'b0;
				branch     <= 1'b0;
				jump       <= 1'b0;
				alu_op     <= 2'b00;
			end				
			7'b0100011:
			begin
				bus_read   <= 1'b0;
				bus_write  <= 1'b1;
				bus_to_reg <= 1'b0;
				reg_write  <= 1'b0;
				alu_src_1  <= 1'b0;
				alu_src_2  <= 1'b1;
				out_sel	   <= 1'b0;
				branch     <= 1'b0;	
				jump       <= 1'b0;
				alu_op     <= 2'b00;				
			end
			7'b0110011:
			begin
				bus_read   <= 1'b0;
				bus_write  <= 1'b0;
				bus_to_reg <= 1'b0;
				reg_write  <= 1'b1;
				alu_src_1  <= 1'b0;
				alu_src_2  <= 1'b0;
				out_sel	   <= 1'b0;
				branch     <= 1'b0;
				jump       <= 1'b0;
				alu_op     <= 2'b10;				
			end
			7'b0110111:
			begin
				bus_read   <= 1'b1;
				bus_write  <= 1'b0;
				bus_to_reg <= 1'b0;
				reg_write  <= 1'b1;
				alu_src_1  <= 1'b0;
				alu_src_2  <= 1'b0;
				out_sel	   <= 1'b1;
				branch     <= 1'b0;
				jump       <= 1'b0;
				alu_op     <= 2'b10;				
			end
			7'b1100011:
			begin
				bus_read   <= 1'b0;
				bus_write  <= 1'b0;
				bus_to_reg <= 1'b0;
				reg_write  <= 1'b0;
				alu_src_1  <= 1'b0;
				alu_src_2  <= 1'b0;
				out_sel	   <= 1'b0;
				branch     <= 1'b1;
				jump       <= 1'b0;
				alu_op     <= 2'b01;			
			end
			7'b1100111:
			begin
				bus_read   <= 1'b0;
				bus_write  <= 1'b0;
				bus_to_reg <= 1'b0;
				reg_write  <= 1'b1;
				alu_src_1  <= 1'b0;
				alu_src_2  <= 1'b1;
				out_sel	   <= 1'b0;
				branch     <= 1'b0;
				jump       <= 1'b1;
				alu_op     <= 2'b00;				
			end
			7'b1101111:
			begin
				bus_read   <= 1'b0;
				bus_write  <= 1'b0;
				bus_to_reg <= 1'b0;
				reg_write  <= 1'b1;
				alu_src_1  <= 1'b1;
				alu_src_2  <= 1'b1;
				out_sel	   <= 1'b0;
				branch     <= 1'b0;
				jump       <= 1'b1;
				alu_op     <= 2'b00;				
			end	
		endcase
	end
endmodule
module decoder (
	input [31:0] inst,
	output [4:0] rs1,
	output [4:0] rs2,
	output [4:0] rd,
	output [2:0] funct3,
	output [6:0] funct7,
	output [6:0] opcode
);
	assign rs1 = inst[19:15];
	assign rs2 = inst[24:20];
	assign rd =  inst[11:7];
	assign funct3 = inst[14:12];
	assign funct7 = inst[31:25];
	assign opcode = inst[6:0];
endmodule
module imm_gen (
	input      [31:0] inst,
	output reg [31:0] imm
);
	always @(*) begin
		case (inst[6:0])
			7'b0000011, 
			7'b0010011,
			7'b1100111:   imm = { {21{inst[31]}}, inst[30:20] };
			7'b0100011:  imm = { {21{inst[31]}}, inst[30:25], inst[11:7] };
			7'b1100011: imm = { {20{inst[31]}}, inst[7], inst[30:25], inst[11:8], 1'b0 };
			7'b0010111,
			7'b0110111:    imm = { inst[31:12], 12'b0 };
			7'b1101111:    imm = { {12{inst[31]}}, inst[19:12], inst[20], inst[30:21], 1'b0 };
			default: imm = 32'b0;			
		endcase
	end
endmodule
module mux_2 (
	input sel,
	input [31:0] a,
	input [31:0] b,
	output reg [31:0] y
);
	always @(*) begin
		case(sel)
			1'b0:    y = a;
			default: y = b;
		endcase
	end
endmodule
module mux_4 (
	input [1:0]  sel,
	input [31:0] a,
	input [31:0] b,
	input [31:0] c,
	input [31:0] d,
	output reg [31:0] y
);
	always @(*) begin
		case(sel)
			2'b00: y = a;
			2'b01: y = b;
			2'b10: y = c;
			default: y = d;
		endcase
	end
endmodule
module reg_file (
	input  clock,
	input  write,
	input  [4:0]  reg_1_sel,
	input  [4:0]  reg_2_sel,	
	input  [4:0]  write_reg,
	input  [31:0] write_data,
	output [31:0] reg_1_data,
	output [31:0] reg_2_data
);
	reg [31:0] registers [31:0];
	initial registers [0] = 32'b0;
	assign reg_1_data = registers [reg_1_sel];
	assign reg_2_data = registers [reg_2_sel];
	always @(posedge clock) begin
		if (write && write_reg != 5'b0) begin
			registers [write_reg] <= write_data;
		end
	end
endmodule
module riscv_core (
	input clock,
	input reset,	
	output [31:0] bus_address,
	output [31:0] bus_write_data,
	input  [31:0] bus_read_data,
	output bus_write,	
	output bus_read,
	input [31:0] inst,
	output reg [31:0] pc	
);			
	wire [31:0] next_pc;
	always @(posedge reset) pc <= 0;	
	always @(posedge clock) pc <= next_pc;
	wire [4:0] rs1;
	wire [4:0] rs2;
	wire [4:0] rd;
	wire [2:0] funct3;
	wire [6:0] funct7;
	wire [6:0] opcode;
	decoder decoder (
		.inst(inst),
		.rs1(rs1),
		.rs2(rs2),
		.rd(rd),
		.funct3(funct3),
		.funct7(funct7),
		.opcode(opcode)
	);
	wire [31:0] reg_1_data;
	wire [31:0] reg_2_data;
	wire [31:0] reg_write_data;
	wire reg_write;
	reg_file reg_file (
		.clock(clock),
		.write(reg_write),
		.reg_1_sel(rs1),
		.reg_2_sel(rs2),
		.write_reg(rd),
		.write_data(reg_write_data),
		.reg_1_data(reg_1_data),
		.reg_2_data(reg_2_data)
	);
	wire [31:0] imm;
	imm_gen imm_gen (
		.inst(inst),
		.imm(imm)
	);
	wire bus_to_reg;
	wire alu_src_1;
	wire alu_src_2;
	wire out_sel;
	wire branch;
	wire jump;
	wire [1:0] alu_op;
	control control (
		.opcode(opcode),
		.bus_read(bus_read),
		.bus_write(bus_write),
		.bus_to_reg(bus_to_reg),
		.reg_write(reg_write),
		.alu_src_1(alu_src_1),
		.alu_src_2(alu_src_2),
		.out_sel(out_sel),
		.branch(branch),
		.jump(jump),
		.alu_op(alu_op)
	);
	wire [3:0] operation;
	alu_control alu_control (
		.alu_op(alu_op),
		.funct3(funct3),
		.funct7(funct7),
		.operation(operation)
	);
	wire [31:0] operand_1;
	wire [31:0] operand_2;
	mux_2 alu_input_1_selector (
		.sel(alu_src_1),
		.a(reg_1_data),
		.b(pc),
		.y(operand_1)
	);
	mux_2 alu_input_2_selector (
		.sel(alu_src_2),
		.a(reg_2_data),
		.b(imm),
		.y(operand_2)
	);
	wire [31:0] alu_result;
	wire zero;
	alu alu (
		.operation(operation),
		.operand_1(operand_1),
		.operand_2(operand_2),
		.result(alu_result),
		.zero(zero)
	);
	wire [1:0] pc_source;
	branch_decider branch_decider (
		.branch(branch),
		.jump(jump),
		.funct3(funct3),
		.alu_zero(zero),
		.pc_source(pc_source)
	);
	wire [31:0] default_pc;
	wire [31:0] branch_pc;
	assign default_pc = pc + 4;
	assign branch_pc = pc + imm;
	mux_4 next_pc_selector (
		.sel(pc_source),
		.a(default_pc),
		.b(branch_pc),
		.c(alu_result),
		.d(default_pc),
		.y(next_pc)
	);
	wire [31:0] result;
	mux_2 output_select (
		.sel(out_sel),
		.a(alu_result),
		.b(imm),
		.y(result)
	);
	wire [31:0] reg_write_data_temp;
	mux_2 write_back_from_mem (
		.sel(bus_to_reg),
		.a(result),
		.b(bus_read_data),
		.y(reg_write_data_temp)
	);	
	mux_2 write_back_pc (
		.sel(jump),
		.a(reg_write_data_temp),
		.b(pc),
		.y(reg_write_data)
	);
	assign bus_write_data = reg_2_data;
	assign bus_address = alu_result;
endmodule
### ./config.mk
export PLATFORM = sky130hd
export DESIGN_NAME = riscv_core
export DESIGN_NICKNAME = riscv_core
export VERILOG_FILES = /design/flow/design.v
export SDC_FILE = /design/flow/constraint.sdc
export NUM_CORES = 4
export LEC_CHECK = 1
export CORE_UTILIZATION = 30
### ./run.sh
#!/bin/bash
# OpenROAD 26Q1-2900-gdf79404cd8, Yosys 0.63+post, stock flow scripts
make -C /OpenROAD-flow-scripts/flow DESIGN_CONFIG=/design/flow/config.mk WORK_HOME=/design/flow/orfs finish
==> run summary <==
Quick summary of the implementation run below.

On the worst setup and hold paths after CTS, the clock-pin slew comes to about 0.06 ns. The number of unconstrained endpoints is 12. The number of synthesized flops with an enable pin came out at 1024. The internal reg-to-reg setup slack came out at about 27 ns. Ranked by total cell area, the synthesized netlist is headed by edfxtp_1, mux4_2, mux2i_1. Among all stages on the critical path, the largest delay is contributed by buf_4. The cell type with the highest aggregate area in the netlist is edfxtp_1. IR analysis of the VDD net gives a maximum drop of between 0.03 and 0.04 mV. The fraction of final layout cells with drive strength greater than 1 is 22.0%. The completed layout was analyzed and its total power is ~0.0031 W.

Per the detail_route report, the via count comes to around 43000. Final hold analysis gives a worst-case slack of roughly 2.3 ns. For reference, the critical path cell chain is buf_8, buf_4, buf_4, buf_4, mux4_2, mux4_2, mux2_2, o21ai_0, ha_1, nand2b_1, nor3_1, nand2_1, nor3_1, nor3b_1, o41ai_1, buf_4, o41ai_1, a221oi_1, a21oi_1, or4_1, clkdlybuf4s50_1. The yosys stat cell total came out at ~4200. The timer found 10 register pins that no clock reaches; their paths are not timed. The I/O pin total came out at approximately 160. The area recorded from the Yosys report for this design is ~0.059 mm2. Detailed placement finished with a half-perimeter wire length of approximately 180000 um. In this run the vertical extent of the chip is 447 um.

The site row count is approximately 160. The routed wirelength normalized by instance count came out at between 30 and 40 um. From the final report, the count of setup violators was given as 0. Counting stages on the worst path, the most repeated cell is buf_4. The warning count from the yosys run is 73. The number of global-route vias before repair is 44900. The filler-free cell count of the finished design came out at between 7000 and 8000. The top-area cell type share of the netlist area is ~52%. The first detailed-routing pass ran for 8 iterations. Entering global routing, the biggest net connects 71 pins. The average cell area after synthesis is ~14 um2. The registers reported with the highest flop counts are reg_file.registers x1024, control.alu_op x2. The global route stage reports its total congestion overflow as 0. The slew at the pin closest to its max-slew limit is just over 1 ns. The layout overhead on the synthesized area came out at 13.9%. The initial detailed-routing violation count came out at approximately 4000. Among all cell types in the netlist, the one instantiated most often is edfxtp_1.

The maximum clock insertion buffer count is 3. The worst setup path is captured at an output port. The die outline width came out at between 400 and 500 um. The static leakage power came out at approximately 23 nW. The detailed-route vias per instance came out at a little over 6. TritonCTS built the clock tree.

The area of the mapped netlist is 0.0594 mm2. Per the repair_timing log after CTS, setup buffers inserted total 0. The cell area power density came out at between 40 and 50 mW/mm2. The area of the core is 0.196 mm2. The stage logs contain a warning count of between 90 and 100. On the worst path, the slowest cell contributes a delay of approximately 0.7 ns. The H-tree generated during clock tree synthesis spans 3 levels. The final layout reports a setup TNS of 0 ns.

The biggest combinational cell group after synthesis is multiplexers. Per the gpl log, the routability congestion estimate is about 1.1. The adder and majority gate portion of the synthesized area came out at around 2.2%.

The number of routed nets with antenna violations came out at 0. For reference, the most critical setup path is categorized as primary input to output port.

Ranked by instance count, the synthesized netlist is headed by edfxtp_1, mux4_2, mux2i_1. In the synthesized netlist, the number of instances is between 4000 and 5000. For this run, design rule violations remaining after detail routing come to 0.

The final max-slew violation count recorded for this run is 0. The max-capacitance violation count came out at 0. The number of buffers inserted during clock tree synthesis is ~100. The fill cell instance count of the final layout is roughly 19000. The number of distinct library cells after synthesis came out at roughly 120.

Setup repair after global routing left no endpoint under its margin. Along the worst path, the maximum fanout reaches 70. The total of cells resized after clock tree synthesis is 0. The post-synthesis share of cell area spent on and-or and or-and gates is 11.7%.

Hold-check failures listed in the final report amount to 0. The register bit count reported by yosys is about 1000. The main flop type is edfxtp_1. Including well taps, the total number of placed cells is roughly 7000. Port buffering added ~130 buffers. The area share of xor/xnor cells in the synthesized design is less than 1%. The mux share of post-synthesis cell area came out at 22.8%.

The register with the most flip-flops in the layout has between 1000 and 1500 of them. After Yosys synthesis, and, or, nand and nor cells account for 6.82% of the synthesized area. The tree is rooted in a clkbuf_16. Checking hold timing, the worst path is listed with class flip-flop to flip-flop. The share of the core filled with cells in the final layout is between 30% and 40%. The OpenROAD report gives the critical path a data arrival time of 15.35 ns. The initial antenna violation count is 23. The run finished with clean final reports. The post-route clock skew came out at about 0.045 ns.

The share of synthesized registers carrying an async set or reset came out at 0%. For this configuration, the core starts out at a cell density of 30.3%. More flip-flops sit in one register than any other, and that register is reg_file.registers. The post-cts hold-fix buffer tally came out at 0. The wire length of the first global-routing pass is 357000 um. The global routing report lists combined usage of all routing layers as a little over a quarter. The worst-case headroom to the max-slew limit is about 30%. STA classifies the critical path startpoint as a primary input. The total wire length came out at around 260000 um. According to the floorplan report, the total die area is ~0.2 mm2. The data required time of the worst path is roughly 28 ns.
==> area by class of cell <==
type	instances	area (um2)	share of cell area [%]
flip-flops and latches	1034	30900	45.7
multi-input cells	2815	26600	39.4
well taps	2624	3280	4.85
repair buffers	379	3200	4.72
clock buffers	123	2630	3.89
clock inverters	59	527	0.779
inverters	110	420	0.622
diodes	14	35.0	0.0518
==> through the flow <==
stage	setup WS [ns]	area [um2]
2_1_floorplan	14.77	59600
3_3_place_gp	12.05	64400
3_5_place_dp	12.03	64400
4_1_cts	12.02	67600
5_1_grt	11.56	67600
6_report	12.17	67600
==> cells in the final DEF, fill, tap and decap left out, types with 28 or more instances in the layout <==
cell,n
nor2_4,32
nand2b_1,30
buf_4,250
ha_1,103
o22ai_1,81
edfxtp_1,1024
a31oi_1,28
o211ai_1,30
clkdlybuf4s50_1,120
a221oi_1,29
nor2_1,200
nor3_1,50
inv_1,98
mux2i_1,350
clkbuf_16,102
a22oi_1,147
mux2_2,45
a211oi_1,28
a221o_1,35
nand2_1,205
nor2b_1,32
mux4_2,419
o21ai_0,143
a21o_1,32
a21oi_1,190
nand3_1,94
conb_1,64
==> kinds of logic after synthesis <==
group | after synthesis
other | 1
latches | 10
AOI/OAI and AO/OA | 996
xor gates and xnor gates | 11
muxes | 819
DFF | 1024
buffers and inverters | 460
and+or+nand+nor | 820
adders and majority gates | 105
==> path summary, 6_finish.rpt <==
check	endpoint	startpoint	depth (start not counted)
hold reg to reg	reg_file.registers[4][13]	reg_file.registers[7][13]	10
setup / recovery	bus_address[30]	inst[20]	21
hold / removal	reg_file.registers[4][13]	reg_file.registers[7][13]	10
setup reg to reg	reg_file.registers[13][28]	reg_file.registers[1][0]	24
==> critical path, delay by kind of cell <==
kind	cells	cell delay [ns]
muxes	3	1.46
and+or+nand+nor	6	1.79
buffers and inverters	6	3.04
adders and majority gates	1	0.40
AOI/OAI and AO/OA	5	1.65
==> power breakdown <==
part	internal, W	switching, W
Combinational	0.000213	0.000413
Clock	0.000603	0.000468
Sequential	0.00141	0.00000788
==> per-layer routing <==
layer	up-vias	share of wire, %	GRT usage [%]
met3	691	18	20.5
met1	21500	31	29.1
met2	3379	44	39.4
li1	17700	-	-
met5	-	0.39	4.27
met4	28	6.5	13.8
No activity file was given, so power comes from the tool's default toggle rates.
