## config.mk

```make
export PLATFORM = sky130hd
export DESIGN_NAME = ram
export DESIGN_NICKNAME = ram
export VERILOG_FILES = /design/flow/design.v
export SDC_FILE = /design/flow/constraint.sdc
export NUM_CORES = 4
export LEC_CHECK = 1
export CORE_UTILIZATION = 40
export SYNTH_MEMORY_MAX_BITS = 65536
```

## constraint.sdc

```tcl
current_design ram

set clk_period 23.7
set clk_io_pct 0.2

create_clock -name clk0 -period $clk_period [get_ports {clock}]

set non_clock_inputs [all_inputs -no_clocks]
set_input_delay [expr $clk_period * $clk_io_pct] -clock clk0 $non_clock_inputs
set_output_delay [expr $clk_period * $clk_io_pct] -clock clk0 [all_outputs]
```

## design.v

```verilog
module ram 
#(parameter SIZE = 256) (
	input  clock,
	input  write,
	input  [31:0] write_data,
	input  [31:0] address,
	output [31:0] data
);
	reg [31:0] mem [0 : SIZE - 1];      
	assign data = address[31:2] < SIZE ? mem[address[31:2]] : 32'b0;
	always @(posedge clock) begin
		if (write && address[31:2] < SIZE) begin
			mem [address] = write_data;
		end
	end
endmodule
```

## run.sh

```bash
#!/bin/bash
# OpenROAD 26Q1-2900-gdf79404cd8, Yosys 0.63+post, stock flow scripts
make -C /OpenROAD-flow-scripts/flow DESIGN_CONFIG=/design/flow/config.mk WORK_HOME=/design/flow/orfs finish
```

==> impl_metrics.env <==
# source this file to load flow results
export IMPL_drive_above_1_share=0.299
export IMPL_grt_pass1_vias=166895
export IMPL_place_gp_congestion=0.945
export IMPL_synth_cellmix_xorXnorShare=0
export IMPL_max_stage_delay_ns=1.02
export IMPL_setup_viol_count_final=0
export IMPL_violations="max-capacitance violations, max-slew violations"
export IMPL_vias=153892
export IMPL_dr_pass1_iters=16
export IMPL_critPathRequiredTime_ns=18.96
export IMPL_io_buffers=97
export IMPL_dr_max_layer_used="met5"
export IMPL_crit_fanout=55
export IMPL_dpl_hpwl_um=620000
export IMPL_synthMuxAreaShare=0.159
export IMPL_worstSetupPathType="input pin to output pin"
export IMPL_yosys_stat_seqShare=0.789
export IMPL_chipHeight_um=885
export IMPL_syn_area_um2=312000
export IMPL_max_slew_worst_pin_slew_ns=1.58
export IMPL_leakagePower_nw=110
export IMPL_cts_buffers=809
export IMPL_cts_sinks=8192
export IMPL_hold_viol=0
export IMPL_core_um2=778000
export IMPL_clock_path_buffers=4
export IMPL_synth_edff_count=8192
export IMPL_fin_crit_sh=0.727
export IMPL_top_area_frac=0.789
export IMPL_worstSetupStartpointType="input pin"
export IMPL_largest_reg_flops=8192
export IMPL_maxCapViolCount=3
export IMPL_post_place_ws_ns=6.05
export IMPL_initial_core_util=0.401
export IMPL_wl_per_cell_um=40.6
export IMPL_hold_path_class="input pin to flop"
export IMPL_ff_type="edfxtp_1"
export IMPL_drt_iter0_drc=11951
export IMPL_ios=98
export IMPL_finalPower_mw=29.9
export IMPL_slew_violations=4
export IMPL_yosys_cells=13387
export IMPL_setup_ws_ns=6.46
export IMPL_synthArstFlopShare=0
export IMPL_grt_max_degree=97
export IMPL_end_kind="output pin"
export IMPL_cts_max_level=6
export IMPL_yosys_warnings=1
export IMPL_route_met2_wl_um=458000
export IMPL_ys_top_logic_family="multiplexers"
export IMPL_peakVddDrop_uv=84.1
export IMPL_synth_top_cell_by_area="edfxtp_1"
export IMPL_powerDensity_nw_per_um2=83.6
export IMPL_wirelength_um=1030000
export IMPL_grt_overflow=0
export IMPL_instances_no_fill=25494
export IMPL_area_growth_synth_to_final_pct=14.6
export IMPL_synth_cell_types=67
export IMPL_yosys_stat_area_um2=312000
export IMPL_drcViolationCount=0
export IMPL_crit_arrival_ns=12.50
export IMPL_cts_root_buffer="clkbuf_16"
export IMPL_path_cells="buf_16 > buf_4 > buf_4 > buf_4 > buf_4 > buf_4 > mux4_2 > a22o_1 > a221oi_1 > buf_4 > buf_4 > o22ai_1 > a211oi_1 > buf_4 > o22ai_1 > buf_4 > clkdlybuf4s50_1"
export IMPL_synthCells=13387
export IMPL_cts_hold_repair_buffers=0
export IMPL_tns_ns=0
export IMPL_avgSynthCellArea_um2=23.3
export IMPL_clk_pin_slew_worst_paths_ns=0.06
export IMPL_antenna_found_initial=81
export IMPL_max_freq_mhz=58.0
export IMPL_timing_critical_path_mode_cell="buf_4"
export IMPL_slew_headroom=-0.0646
export IMPL_topCellsByArea="edfxtp_1, mux4_2, mux2i_1"
export IMPL_met3_length_um=239000
export IMPL_status="finished, violations left"
export IMPL_grt_use_total=0.292
export IMPL_wl_met1_um=269000
export IMPL_grt_pass1_wl_um=1400000
export IMPL_postCtsSetupBuffers=0
export IMPL_warnings=26
export IMPL_fp_row_count=324
export IMPL_cts_tree="done"
export IMPL_placed_cells=23931
export IMPL_die_area_um2=783000
export IMPL_viasPerCell=6.04
export IMPL_postRouteAntennaNets=0
export IMPL_final_core_util=0.460
export IMPL_ctsResizeCount=0
export IMPL_aoi_share=0.0248
export IMPL_cp_slowest_cell="a211oi_1"
export IMPL_ys_flops=8192
export IMPL_fa_ha_area_frac=0
export IMPL_fp_dieW_um=885
export IMPL_rsz0062_at_grt="no"
export IMPL_simple_gate_share=0.0134
export IMPL_finalCriticalPeriod_ns=17.24
==> worst max-delay path, delay by kind of cell <==
kind / cells / cell delay, ns
AND-OR/OR-AND: 5 / 2.31
multiplexers: 1 / 0.57
buffers and inverters: 11 / 4.62
==> cells in the mapped netlist (47+ instances only) <==
cell	number
a21oi_1	231
a22o_1	53
a22oi_1	399
buf_2	293
buf_4	156
buf_6	70
clkbuf_1	213
edfxtp_1	8192
mux2i_1	305
mux4_2	2047
nand2_1	351
nand3_1	57
nand4_1	47
nor2_1	309
o22ai_1	97
==> placed cells by master (no fill, tap or decap), types with 53 or more instances in the layout <==
cell	count
mux2i_1	305
a21oi_1	231
clkdlybuf4s50_1	58
a22oi_1	399
diode_2	87
o22ai_1	97
nand2_1	333
a22o_1	53
clkinv_1	198
clkbuf_1	212
edfxtp_1	8192
buf_4	930
clkbuf_16	815
nor2_4	260
mux4_2	2047
clkinv_2	123
nand3_1	53
==> where the power goes <==
part / internal [mW] / switching (mW)
clock: 6.79 / 5.59
combinational: 0.479 / 1.08
sequential: 15.9 / 0.00000000407
==> metal layers <==
metal | vias to the layer above | global-route usage
met5 | - | 0.0577
met4 | 159 | 0.134
met3 | 2255 | 0.293
met2 | 13670 | 0.393
met1 | 77837 | 0.287
li1 | 59971 | -
==> final timing paths <==
path / start / slack, ns / cells after the start / to
min: write_data[25] / 3.92 / 1 / mem[239][25]
max: address[2] / 6.46 / 17 / data[17]
==> stage by stage <==
stage	hold slack, ns	area [µm²]
final	3.92	357000
after global routing	3.93	357000
after CTS	3.88	357000
after detailed placement	5.17	332000
after global placement	5.16	332000
after floorplan	4.84	312000
==> final cells by class <==
cell class | count | area (µm²)
multi-input combinational | 4416 | 64300
inverter | 7 | 41.3
tap | 10269 | 12800
sequential | 8192 | 246000
antenna | 87 | 218
clock buffer | 1027 | 21200
clock inverter | 447 | 4150
timing repair buffer | 1049 | 8590
fill | 62828 | 420000
==> cells by family after synthesis <==
| group | Yosys count |
|---|---|
| muxes | 2384 |
| buffers and inverters | 779 |
| and+or+nand+nor | 932 |
| DFF | 8192 |
| AOI/OAI and AO/OA | 1100 |
No activity file was given, so power comes from the tool's default toggle rates.
